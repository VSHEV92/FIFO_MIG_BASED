`/design/flow/config.mk`:
```
export PLATFORM = sky130hd
export DESIGN_NAME = Fifo_Control
export DESIGN_NICKNAME = Fifo_Control
export VERILOG_FILES = /design/flow/design.v
export SDC_FILE = /design/flow/constraint.sdc
export NUM_CORES = 4
export LEC_CHECK = 1
export CORE_AREA = 10 10 357 357
export DIE_AREA = 0 0 367 367
export SYNTH_HDL_FRONTEND = slang
```
`/design/flow/constraint.sdc`:
```
current_design Fifo_Control

set clk_period 27.4
set clk_io_pct 0.2

create_clock -name clk0 -period $clk_period [get_ports {aclk}]

set non_clock_inputs [all_inputs -no_clocks]
set_input_delay [expr $clk_period * $clk_io_pct] -clock clk0 $non_clock_inputs
set_output_delay [expr $clk_period * $clk_io_pct] -clock clk0 [all_outputs]
```
`/design/flow/design.v`:
```
module Fifo_Control
#(
    parameter PHY_to_UI_Rate = 1,  
    parameter Max_Burst_Len = 64,
    parameter RW_Delay_Value = 4,
    parameter Base_Address = 0,
    parameter Memory_Size = 100,
    parameter MIG_Data_Port_Size = 128,
    parameter MIG_Addr_Port_Size = 28,
    parameter IO_Fifo_Depth = 32
)
(
    input logic aclk,
    input logic aresetn,
    input logic init_calib,
    input  logic [(MIG_Data_Port_Size*PHY_to_UI_Rate-1):0] in_tdata,
    input  logic in_tvalid,
    output logic in_tready,
    input  logic [31:0] in_wr_count,
    output logic [(MIG_Data_Port_Size*PHY_to_UI_Rate-1):0] out_tdata,
    output logic out_tvalid,
    input  logic out_tready,
    input  logic [31:0] out_rd_count,
    output logic [MIG_Addr_Port_Size-1:0] app_addr,
    output logic [2:0] app_cmd,
    output logic app_en,
    input  logic app_rdy,
    output logic [MIG_Data_Port_Size-1:0] app_wdf_data,
    output logic app_wdf_wren,
    output logic app_wdf_end,
    input  logic app_wdf_rdy,
    input  logic [MIG_Data_Port_Size-1:0] app_rd_data,
    input  logic app_rd_data_valid,
    input  logic app_rd_data_end
);
localparam Max_Address = Base_Address + (Memory_Size - 1) * 8;
function automatic logic [31:0] min_func (logic [31:0] mem_space, logic [31:0] fifo_space);
    logic [31:0] min_val;
    if (mem_space > fifo_space)
        min_val = fifo_space;
    else
        min_val = mem_space;
    if (min_val > Max_Burst_Len)
        min_val = Max_Burst_Len;
    return min_val;
endfunction 
enum {INIT, CHECK_WR, CHECK_RD, WRITE, READ, DELAY_WR, DELAY_RD} State;
logic [31:0] out_Rd_space;
logic [MIG_Data_Port_Size-1:0] Data_H;
logic WR_X2_Flag;
logic [31:0] Mem_Wr_Addr, Mem_Rd_Addr;          
logic [31:0] Wr_Addr_Counter, Rd_Addr_Counter;  
logic [31:0] Wr_Counter, Rd_Counter;            
logic [31:0] Mem_Wr_Counter, Mem_Rd_Counter;    
logic [7:0]  Delay_Counter;
logic [31:0] wr_count_load, rd_count_load;
assign in_tready = (State == WRITE) & app_wdf_rdy & app_wdf_end;
assign out_Rd_space = IO_Fifo_Depth - out_rd_count;  
generate
    if (PHY_to_UI_Rate == 1) begin
        assign out_tdata = app_rd_data;
        assign out_tvalid = (State == READ) & app_rd_data_valid; 
    end
    else begin
        always_ff @(posedge aclk)
            if ((State == READ) && app_rd_data_valid)
                Data_H <= app_rd_data;
        assign out_tdata = {Data_H, app_rd_data};
        assign out_tvalid = (State == READ) & app_rd_data_valid & app_rd_data_end;    
    end    
endgenerate
assign app_addr = (State == WRITE) ? Mem_Wr_Addr : Mem_Rd_Addr;
assign app_cmd = (State == WRITE) ? 0 : 1;
assign app_en = ((State == WRITE) & (Wr_Counter < Wr_Addr_Counter)) | ((State == READ) & (Rd_Addr_Counter > 0));
generate
    if (PHY_to_UI_Rate == 1) begin
        assign app_wdf_data = in_tdata;
        assign app_wdf_wren = (State == WRITE) & (Wr_Counter > 0);
        assign app_wdf_end = (State == WRITE) & (Wr_Counter > 0); 
    end
    else begin
        always_ff @(posedge aclk)
            if (!aresetn)
                WR_X2_Flag <= 0;
            else if (app_wdf_rdy && app_wdf_wren && (State == WRITE))
                WR_X2_Flag <= ~WR_X2_Flag;
        assign app_wdf_data = (WR_X2_Flag) ? in_tdata[MIG_Data_Port_Size-1:0] : in_tdata[2*MIG_Data_Port_Size-1:MIG_Data_Port_Size];
        assign app_wdf_wren = (State == WRITE) & (Wr_Counter > 0);
        assign app_wdf_end = (State == WRITE) & WR_X2_Flag & (Wr_Counter > 0);                   
    end     
endgenerate
always_ff @(posedge aclk) begin : fsm_block
    if(!aresetn)
        State <= INIT;
    else 
        unique case (State) 
        INIT :       
            State <= (init_calib) ? CHECK_WR : INIT;
        CHECK_WR :   
            State <= (Mem_Wr_Counter && in_wr_count) ? WRITE : CHECK_RD;
        CHECK_RD :   
            State <= (Mem_Rd_Counter && out_Rd_space) ? READ : CHECK_WR;
        WRITE:       
            State <= ((Wr_Addr_Counter == 1) && (Wr_Counter == 0) && app_rdy) ? DELAY_WR : WRITE;
        READ:        
            State <= ((Rd_Counter == 1) && app_rd_data_valid && app_rd_data_end) ? DELAY_RD : READ;
        DELAY_WR :   
            State <= (Delay_Counter == 0) ? CHECK_RD : DELAY_WR;
        DELAY_RD :   
            State <= (Delay_Counter == 0) ? CHECK_WR : DELAY_RD;
        endcase                           
end
assign wr_count_load = min_func(Mem_Wr_Counter, in_wr_count);
always_ff @(posedge aclk)
    if (State == CHECK_WR)
        Wr_Counter <= wr_count_load;
    else if (app_wdf_end && app_wdf_rdy)
        Wr_Counter <= Wr_Counter - 1;
always_ff @(posedge aclk)
    if (State == CHECK_WR)
        Wr_Addr_Counter <= wr_count_load;
    else if ((State == WRITE) && app_rdy && app_en)
        Wr_Addr_Counter <= Wr_Addr_Counter - 1;
assign rd_count_load = min_func(Mem_Rd_Counter, out_Rd_space);
always_ff @(posedge aclk)
    if (State == CHECK_RD)
        Rd_Counter <= rd_count_load;
    else if (app_rd_data_valid && app_rd_data_end)
        Rd_Counter <= Rd_Counter - 1;
always_ff @(posedge aclk)
    if (State == CHECK_RD)
        Rd_Addr_Counter <= rd_count_load;
    else if ((State == READ) && app_rdy && app_en)
        Rd_Addr_Counter <= Rd_Addr_Counter - 1;
always_ff @(posedge aclk)
    if(!aresetn)
        Mem_Wr_Addr <= Base_Address;
    else if ((State == WRITE) && app_en && app_rdy) begin
        Mem_Wr_Addr <= Mem_Wr_Addr + 8;
        if (Mem_Wr_Addr == Max_Address)
            Mem_Wr_Addr <= Base_Address;
    end
always_ff @(posedge aclk)
    if(!aresetn)
        Mem_Rd_Addr <= Base_Address;
    else if ((State == READ) && app_rdy && app_en) begin
        Mem_Rd_Addr <= Mem_Rd_Addr + 8;
        if (Mem_Rd_Addr == Max_Address)
            Mem_Rd_Addr <= Base_Address;
    end
always_ff @(posedge aclk)
    if(!aresetn)
        Mem_Wr_Counter <= Memory_Size;
    else if (app_wdf_end && app_wdf_rdy)
        Mem_Wr_Counter <= Mem_Wr_Counter - 1;
    else if (app_rd_data_end && app_rd_data_valid)
        Mem_Wr_Counter <= Mem_Wr_Counter + 1;
always_ff @(posedge aclk)
    if(!aresetn)
        Mem_Rd_Counter <= 0;
    else if (app_wdf_end && app_wdf_rdy)
        Mem_Rd_Counter <= Mem_Rd_Counter + 1;
    else if (app_rd_data_end && app_rd_data_valid)
        Mem_Rd_Counter <= Mem_Rd_Counter - 1;
always_ff @(posedge aclk)
    if ((State == READ) || (State == WRITE))
        Delay_Counter <= RW_Delay_Value;
    else if ((State == DELAY_RD) || (State == DELAY_WR))
        Delay_Counter <= Delay_Counter - 1;
endmodule
```
`/design/flow/run.sh`:
```
#!/bin/bash
# OpenROAD 26Q1-2900-gdf79404cd8, Yosys 0.63+post, stock flow scripts
make -C /OpenROAD-flow-scripts/flow DESIGN_CONFIG=/design/flow/config.mk WORK_HOME=/design/flow/orfs finish
```
==> job_summary.md <==
### Metrics collected by this job

| Metric | Value |
|---|---|
| Status | `completed` |
| Tightest slew margin relative to the limit | `47.9%` |
| Average wire per standard cell | `13.4 microns` |
| Std-Cell Core Area | `120000 sq um` |
| DRC marker count from the first detailed-route iteration | `968` |
| Number of buffers inserted during clock tree synthesis | `35` |
| Clk_skew | `26.0 ps` |
| Relative area change from synthesis to final layout | `9.62%` |
| Horizontal die size | `367 microns` |
| Main flop type after synthesis | `dfxtp_1` |
| Fraction of registers with async set or reset after synthesis | `0%` |
| Type of element capturing the critical path | `output pin` |
| Leakage power figure | `8.49 nW` |
| Clock Pin Slew Worst Setup and Hold Paths | `60 ps` |
| Setup-violating endpoint count in the final report | `0` |
| Number of instances in the synthesized netlist | `2557` |
| Worst-case register-to-register setup slack | `21010 ps` |
| Worst hold path depth | `2` |
| Total negative setup slack | `0 ps` |
| Residual DRC | `0` |
| Yosys Chip Area | `21400 sq um` |
| Met1 Usage GRT | `10.7%` |
| Reg2reg path depth | `18` |
| Post-synthesis sequential element count | `265` |
| Final number of max-transition violations | `0` |
| Ratio of final minimum period to clock period | `44.6%` |
| # hold bufs at CTS | `0` |
| Starting Density | `17.9%` |
| Setup bufs post-CTS | `0` |
| Gpl congestion | `0.892` |
| Pre-antenna DRT Iters | `5` |
| Synth area leaders | `edfxtp_1 18%, dfxtp_1 13%, ha_1 9.8%` |
| Residual overflow from global routing | `0` |
| Count of instances resized after the clock tree is built | `0` |
| Clock tree sinks | `265` |
| Unique cell types | `74` |
| Mapped cell area | `21400 sq um` |
| Number of warning messages in the logs | `31` |
| Yosys warns | `0` |
| Number of enable flip-flop cells | `128` |
| Type of origin of the critical path | `input pin` |
| H-tree depth reported by CTS | `2` |
| Highest ir drop seen on vdd | `0.0000423 V` |
| Final Cell Area | `23500 sq um` |
| Final WL | `53.7 mm` |
| Maximum frequency from static timing analysis | `0.0817 GHz` |
| Worst setup path category | `input pin to output pin` |
| Total power per unit cell area | `54.0 nW/um^2` |
| Top cell type's share of synthesized area | `18.0%` |
| Most common cell in the synthesized netlist | `buf_4` |
| Required time at the endpoint of the critical path | `21920 ps` |
| Final Util | `19.6%` |
| Crit path time final | `12230 ps` |
| Later-pin clock latency in the skew report | `570 ps` |
| Total number of vias | `17100` |
| Vias per inst | `4.25` |
| Total Routing Usage GR | `7.80%` |
| CTS max path bufs | `3` |
| Total inserted antenna cells | `0` |
| Synth top cells by count | `262 x buf_4, 233 x nor2_1, 198 x nand2_1` |
| Critical path data arrival time | `6750 ps` |
| Post-synthesis average cell area | `8.37 sq um` |
| Met3 Track Usage GR | `1.77%` |
| Hold violation count in the final report | `0` |
| Largest area contributor in the netlist | `edfxtp_1` |
| Reg-to-reg startpoint | `Wr_Counter[22]$_DFFE_PP_` |
| Max-capacitance violation count | `0` |
| Via count of the first global-routing pass | `16200` |
| Cell at the root of the clock tree | `clkbuf_16` |
| Met2 global-route usage | `12.1%` |
| HPWL after DPL | `39.2 mm` |
| Row Count | `127` |
| Number of nets with antenna violations after detailed routing | `0` |
| Post-layout power | `1.27 mW` |
| End point of the critical path | `out_tvalid` |
| Unrepaired setup endpoints after global routing | `no` |
| Share of cells above drive strength 1 | `5.87%` |
| Crit path max fanout | `4` |
| Area post-placement | `22400 sq um` |
| TritonCTS clock tree | `done` |
| Die Size | `135000 sq um` |
| Worst hold path class | `flip-flop to flip-flop` |
| Antenna violations before repair | `8` |
| Total of buffers placed on input and output ports | `101` |
| Number of top-level pins | `621` |
| Yosys Instances | `2557` |
| Setup crit start | `app_rd_data_valid` |
| Sequential fraction of the synthesis area | `30.8%` |
| First-pass GRT wire length | `86.8 mm` |
| Largest net degree at the start of global routing | `71` |
| Die outline height | `367 microns` |
| Worst r2r dst | `Mem_Wr_Counter[30]$_SDFFE_PN0P_` |
| Transition time at the pin with the least slew margin | `782 ps` |
| Grt peak-use layer | `met2` |
## stage by stage
step / instances / setup WS (ps) / hold WS (ps)
2_1_floorplan: 2561 / 15680 / 430
3_3_place_gp: 3955 / 15190 / 445
3_5_place_dp: 3955 / 15180 / 453
4_1_cts: 4016 / 15160 / 461
5_1_grt: 4016 / 15090 / 521
6_report: 4016 / 15170 / 461
## registers in the layout, summed over array words and instances, names as in the netlist
signal,count
Mem_Rd_Addr,29
Rd_Counter,32
State,7
Delay_Counter,8
Wr_Addr_Counter,32
Mem_Wr_Counter,32
Wr_Counter,32
Mem_Rd_Counter,32
Mem_Wr_Addr,29
Rd_Addr_Counter,32
## cell usage in the layout, fill, tap and decap left out, types with 8 or more instances in the layout
cell type	instances
or3_1	54
xnor2_1	164
nor4b_1	10
and2_1	10
or2_2	13
nor3_1	119
nor2_1	233
clkbuf_16	35
a21o_1	57
nor2b_1	16
nand3_1	51
o211ai_1	8
xor2_1	55
inv_1	125
dfxtp_1	135
o21ai_0	103
a21oi_1	146
o21a_1	12
nor4_1	80
clkdlybuf4s50_1	100
nand2_1	196
buf_4	22
nand4_1	56
ha_1	167
o22ai_1	13
a31oi_1	10
nand2b_1	16
and3_1	25
edfxtp_1	128
mux2i_1	11
or4_1	30
o31ai_1	16
mux2_2	31
and4_1	8
a211oi_1	16
## logic make-up (layout without fill, tap and decap cells)
group / after synthesis / in the layout / synth area share [%]
and+or+nand+nor: 942 / 942 / 22.2
xor gates and xnor gates: 219 / 219 / 8.96
AOI/OAI and AO/OA: 451 / 451 / 13.1
muxes: 42 / 42 / 2.15
other: 1 / 5 / 0.0175
DFF: 265 / 265 / 30.8
adders and majority gates: 169 / 169 / 9.95
buffers and inverters: 468 / 311 / 12.9
## layer usage
| metal | routed length [microns] | vias up |
|---|---|---|
| li1 | - | 8563 |
| met3 | 3320 | 168 |
| met4 | 2060 | 4 |
| met2 | 23800 | 439 |
| met5 | 27 | - |
| met1 | 24500 | 7892 |
## worst max-delay path, stage by stage
cell and delay [ps]:
clkdlybuf4s50_1 620, and2_1 180, clkdlybuf4s50_1 470
## worst min-delay path by stage
stage / from / to / slack [ps]
CTS: State[0]$_DFF_P_ / State[0]$_DFF_P_ / 460
global route: Mem_Wr_Counter[22]$_SDFFE_PN0P_ / Mem_Wr_Counter[22]$_SDFFE_PN0P_ / 520
finish: State[0]$_DFF_P_ / State[0]$_DFF_P_ / 460
## cell type report
| type | instances | area, sq um |
|---|---|---|
| clock buffers | 41 | 898 |
| clock inverters | 20 | 195 |
| fillers | 13200 | 96300 |
| inverters | 127 | 477 |
| multi-input cells | 1828 | 12100 |
| flip-flops and latches | 265 | 6590 |
| well taps | 1612 | 2020 |
| repair buffers | 123 | 1170 |
## report_power, final
group          total, mW  switching, mW  internal [mW]  leakage (nW)
Combinational      0.349          0.194          0.155          5.65
Clock              0.445          0.189          0.256         0.531
Sequential         0.474         0.0331          0.441          2.30
Total               1.27          0.416          0.852          8.49
Power figures rest on the tool's default switching activity, not on a simulated workload.
